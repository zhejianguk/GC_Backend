`design/flow/run.sh`:
```
#!/bin/bash
# OpenROAD 26Q1-2900-gdf79404cd8, Yosys 0.63+post, stock flow scripts
make -C /OpenROAD-flow-scripts/flow DESIGN_CONFIG=/design/flow/config.mk WORK_HOME=/design/flow/orfs finish
```
`design/flow/config.mk`:
```
export PLATFORM = sky130hd
export DESIGN_NAME = SRAM1RW128x128
export DESIGN_NICKNAME = SRAM1RW128x128
export VERILOG_FILES = /design/flow/design.v
export SDC_FILE = /design/flow/constraint.sdc
export NUM_CORES = 4
export LEC_CHECK = 1
export CORE_UTILIZATION = 40
export SYNTH_MEMORY_MAX_BITS = 65536
```
`design/flow/constraint.sdc`:
```
current_design SRAM1RW128x128

set clk_period 221.5
set clk_io_pct 0.2

create_clock -name clk0 -period $clk_period [get_ports {CE}]

set non_clock_inputs [all_inputs -no_clocks]
set_input_delay [expr $clk_period * $clk_io_pct] -clock clk0 $non_clock_inputs
set_output_delay [expr $clk_period * $clk_io_pct] -clock clk0 [all_outputs]
```
`design/flow/design.v`:
```
 `timescale 1ns/100fs
 module SRAM1RW128x128 (A,CE,WEB,OEB,CSB,I,O);
 input 				CE;
 input 				WEB;
 input 				OEB;
 input 				CSB;
 input 	[7-1:0] 		A;
 input 	[128-1:0] 	I;
 output 	[128-1:0] 	O;
 wire 	[128-1:0] 	O;
 wire 				RE;
 wire 				WE;
SRAM1RW128x128_1bit sram_IO0 ( CE, WEB,  A, OEB, CSB, I[0], O[0]);
SRAM1RW128x128_1bit sram_IO1 ( CE, WEB,  A, OEB, CSB, I[1], O[1]);
SRAM1RW128x128_1bit sram_IO2 ( CE, WEB,  A, OEB, CSB, I[2], O[2]);
SRAM1RW128x128_1bit sram_IO3 ( CE, WEB,  A, OEB, CSB, I[3], O[3]);
SRAM1RW128x128_1bit sram_IO4 ( CE, WEB,  A, OEB, CSB, I[4], O[4]);
SRAM1RW128x128_1bit sram_IO5 ( CE, WEB,  A, OEB, CSB, I[5], O[5]);
SRAM1RW128x128_1bit sram_IO6 ( CE, WEB,  A, OEB, CSB, I[6], O[6]);
SRAM1RW128x128_1bit sram_IO7 ( CE, WEB,  A, OEB, CSB, I[7], O[7]);
SRAM1RW128x128_1bit sram_IO8 ( CE, WEB,  A, OEB, CSB, I[8], O[8]);
SRAM1RW128x128_1bit sram_IO9 ( CE, WEB,  A, OEB, CSB, I[9], O[9]);
SRAM1RW128x128_1bit sram_IO10 ( CE, WEB,  A, OEB, CSB, I[10], O[10]);
SRAM1RW128x128_1bit sram_IO11 ( CE, WEB,  A, OEB, CSB, I[11], O[11]);
SRAM1RW128x128_1bit sram_IO12 ( CE, WEB,  A, OEB, CSB, I[12], O[12]);
SRAM1RW128x128_1bit sram_IO13 ( CE, WEB,  A, OEB, CSB, I[13], O[13]);
SRAM1RW128x128_1bit sram_IO14 ( CE, WEB,  A, OEB, CSB, I[14], O[14]);
SRAM1RW128x128_1bit sram_IO15 ( CE, WEB,  A, OEB, CSB, I[15], O[15]);
SRAM1RW128x128_1bit sram_IO16 ( CE, WEB,  A, OEB, CSB, I[16], O[16]);
SRAM1RW128x128_1bit sram_IO17 ( CE, WEB,  A, OEB, CSB, I[17], O[17]);
SRAM1RW128x128_1bit sram_IO18 ( CE, WEB,  A, OEB, CSB, I[18], O[18]);
SRAM1RW128x128_1bit sram_IO19 ( CE, WEB,  A, OEB, CSB, I[19], O[19]);
SRAM1RW128x128_1bit sram_IO20 ( CE, WEB,  A, OEB, CSB, I[20], O[20]);
SRAM1RW128x128_1bit sram_IO21 ( CE, WEB,  A, OEB, CSB, I[21], O[21]);
SRAM1RW128x128_1bit sram_IO22 ( CE, WEB,  A, OEB, CSB, I[22], O[22]);
SRAM1RW128x128_1bit sram_IO23 ( CE, WEB,  A, OEB, CSB, I[23], O[23]);
SRAM1RW128x128_1bit sram_IO24 ( CE, WEB,  A, OEB, CSB, I[24], O[24]);
SRAM1RW128x128_1bit sram_IO25 ( CE, WEB,  A, OEB, CSB, I[25], O[25]);
SRAM1RW128x128_1bit sram_IO26 ( CE, WEB,  A, OEB, CSB, I[26], O[26]);
SRAM1RW128x128_1bit sram_IO27 ( CE, WEB,  A, OEB, CSB, I[27], O[27]);
SRAM1RW128x128_1bit sram_IO28 ( CE, WEB,  A, OEB, CSB, I[28], O[28]);
SRAM1RW128x128_1bit sram_IO29 ( CE, WEB,  A, OEB, CSB, I[29], O[29]);
SRAM1RW128x128_1bit sram_IO30 ( CE, WEB,  A, OEB, CSB, I[30], O[30]);
SRAM1RW128x128_1bit sram_IO31 ( CE, WEB,  A, OEB, CSB, I[31], O[31]);
SRAM1RW128x128_1bit sram_IO32 ( CE, WEB,  A, OEB, CSB, I[32], O[32]);
SRAM1RW128x128_1bit sram_IO33 ( CE, WEB,  A, OEB, CSB, I[33], O[33]);
SRAM1RW128x128_1bit sram_IO34 ( CE, WEB,  A, OEB, CSB, I[34], O[34]);
SRAM1RW128x128_1bit sram_IO35 ( CE, WEB,  A, OEB, CSB, I[35], O[35]);
SRAM1RW128x128_1bit sram_IO36 ( CE, WEB,  A, OEB, CSB, I[36], O[36]);
SRAM1RW128x128_1bit sram_IO37 ( CE, WEB,  A, OEB, CSB, I[37], O[37]);
SRAM1RW128x128_1bit sram_IO38 ( CE, WEB,  A, OEB, CSB, I[38], O[38]);
SRAM1RW128x128_1bit sram_IO39 ( CE, WEB,  A, OEB, CSB, I[39], O[39]);
SRAM1RW128x128_1bit sram_IO40 ( CE, WEB,  A, OEB, CSB, I[40], O[40]);
SRAM1RW128x128_1bit sram_IO41 ( CE, WEB,  A, OEB, CSB, I[41], O[41]);
SRAM1RW128x128_1bit sram_IO42 ( CE, WEB,  A, OEB, CSB, I[42], O[42]);
SRAM1RW128x128_1bit sram_IO43 ( CE, WEB,  A, OEB, CSB, I[43], O[43]);
SRAM1RW128x128_1bit sram_IO44 ( CE, WEB,  A, OEB, CSB, I[44], O[44]);
SRAM1RW128x128_1bit sram_IO45 ( CE, WEB,  A, OEB, CSB, I[45], O[45]);
SRAM1RW128x128_1bit sram_IO46 ( CE, WEB,  A, OEB, CSB, I[46], O[46]);
SRAM1RW128x128_1bit sram_IO47 ( CE, WEB,  A, OEB, CSB, I[47], O[47]);
SRAM1RW128x128_1bit sram_IO48 ( CE, WEB,  A, OEB, CSB, I[48], O[48]);
SRAM1RW128x128_1bit sram_IO49 ( CE, WEB,  A, OEB, CSB, I[49], O[49]);
SRAM1RW128x128_1bit sram_IO50 ( CE, WEB,  A, OEB, CSB, I[50], O[50]);
SRAM1RW128x128_1bit sram_IO51 ( CE, WEB,  A, OEB, CSB, I[51], O[51]);
SRAM1RW128x128_1bit sram_IO52 ( CE, WEB,  A, OEB, CSB, I[52], O[52]);
SRAM1RW128x128_1bit sram_IO53 ( CE, WEB,  A, OEB, CSB, I[53], O[53]);
SRAM1RW128x128_1bit sram_IO54 ( CE, WEB,  A, OEB, CSB, I[54], O[54]);
SRAM1RW128x128_1bit sram_IO55 ( CE, WEB,  A, OEB, CSB, I[55], O[55]);
SRAM1RW128x128_1bit sram_IO56 ( CE, WEB,  A, OEB, CSB, I[56], O[56]);
SRAM1RW128x128_1bit sram_IO57 ( CE, WEB,  A, OEB, CSB, I[57], O[57]);
SRAM1RW128x128_1bit sram_IO58 ( CE, WEB,  A, OEB, CSB, I[58], O[58]);
SRAM1RW128x128_1bit sram_IO59 ( CE, WEB,  A, OEB, CSB, I[59], O[59]);
SRAM1RW128x128_1bit sram_IO60 ( CE, WEB,  A, OEB, CSB, I[60], O[60]);
SRAM1RW128x128_1bit sram_IO61 ( CE, WEB,  A, OEB, CSB, I[61], O[61]);
SRAM1RW128x128_1bit sram_IO62 ( CE, WEB,  A, OEB, CSB, I[62], O[62]);
SRAM1RW128x128_1bit sram_IO63 ( CE, WEB,  A, OEB, CSB, I[63], O[63]);
SRAM1RW128x128_1bit sram_IO64 ( CE, WEB,  A, OEB, CSB, I[64], O[64]);
SRAM1RW128x128_1bit sram_IO65 ( CE, WEB,  A, OEB, CSB, I[65], O[65]);
SRAM1RW128x128_1bit sram_IO66 ( CE, WEB,  A, OEB, CSB, I[66], O[66]);
SRAM1RW128x128_1bit sram_IO67 ( CE, WEB,  A, OEB, CSB, I[67], O[67]);
SRAM1RW128x128_1bit sram_IO68 ( CE, WEB,  A, OEB, CSB, I[68], O[68]);
SRAM1RW128x128_1bit sram_IO69 ( CE, WEB,  A, OEB, CSB, I[69], O[69]);
SRAM1RW128x128_1bit sram_IO70 ( CE, WEB,  A, OEB, CSB, I[70], O[70]);
SRAM1RW128x128_1bit sram_IO71 ( CE, WEB,  A, OEB, CSB, I[71], O[71]);
SRAM1RW128x128_1bit sram_IO72 ( CE, WEB,  A, OEB, CSB, I[72], O[72]);
SRAM1RW128x128_1bit sram_IO73 ( CE, WEB,  A, OEB, CSB, I[73], O[73]);
SRAM1RW128x128_1bit sram_IO74 ( CE, WEB,  A, OEB, CSB, I[74], O[74]);
SRAM1RW128x128_1bit sram_IO75 ( CE, WEB,  A, OEB, CSB, I[75], O[75]);
SRAM1RW128x128_1bit sram_IO76 ( CE, WEB,  A, OEB, CSB, I[76], O[76]);
SRAM1RW128x128_1bit sram_IO77 ( CE, WEB,  A, OEB, CSB, I[77], O[77]);
SRAM1RW128x128_1bit sram_IO78 ( CE, WEB,  A, OEB, CSB, I[78], O[78]);
SRAM1RW128x128_1bit sram_IO79 ( CE, WEB,  A, OEB, CSB, I[79], O[79]);
SRAM1RW128x128_1bit sram_IO80 ( CE, WEB,  A, OEB, CSB, I[80], O[80]);
SRAM1RW128x128_1bit sram_IO81 ( CE, WEB,  A, OEB, CSB, I[81], O[81]);
SRAM1RW128x128_1bit sram_IO82 ( CE, WEB,  A, OEB, CSB, I[82], O[82]);
SRAM1RW128x128_1bit sram_IO83 ( CE, WEB,  A, OEB, CSB, I[83], O[83]);
SRAM1RW128x128_1bit sram_IO84 ( CE, WEB,  A, OEB, CSB, I[84], O[84]);
SRAM1RW128x128_1bit sram_IO85 ( CE, WEB,  A, OEB, CSB, I[85], O[85]);
SRAM1RW128x128_1bit sram_IO86 ( CE, WEB,  A, OEB, CSB, I[86], O[86]);
SRAM1RW128x128_1bit sram_IO87 ( CE, WEB,  A, OEB, CSB, I[87], O[87]);
SRAM1RW128x128_1bit sram_IO88 ( CE, WEB,  A, OEB, CSB, I[88], O[88]);
SRAM1RW128x128_1bit sram_IO89 ( CE, WEB,  A, OEB, CSB, I[89], O[89]);
SRAM1RW128x128_1bit sram_IO90 ( CE, WEB,  A, OEB, CSB, I[90], O[90]);
SRAM1RW128x128_1bit sram_IO91 ( CE, WEB,  A, OEB, CSB, I[91], O[91]);
SRAM1RW128x128_1bit sram_IO92 ( CE, WEB,  A, OEB, CSB, I[92], O[92]);
SRAM1RW128x128_1bit sram_IO93 ( CE, WEB,  A, OEB, CSB, I[93], O[93]);
SRAM1RW128x128_1bit sram_IO94 ( CE, WEB,  A, OEB, CSB, I[94], O[94]);
SRAM1RW128x128_1bit sram_IO95 ( CE, WEB,  A, OEB, CSB, I[95], O[95]);
SRAM1RW128x128_1bit sram_IO96 ( CE, WEB,  A, OEB, CSB, I[96], O[96]);
SRAM1RW128x128_1bit sram_IO97 ( CE, WEB,  A, OEB, CSB, I[97], O[97]);
SRAM1RW128x128_1bit sram_IO98 ( CE, WEB,  A, OEB, CSB, I[98], O[98]);
SRAM1RW128x128_1bit sram_IO99 ( CE, WEB,  A, OEB, CSB, I[99], O[99]);
SRAM1RW128x128_1bit sram_IO100 ( CE, WEB,  A, OEB, CSB, I[100], O[100]);
SRAM1RW128x128_1bit sram_IO101 ( CE, WEB,  A, OEB, CSB, I[101], O[101]);
SRAM1RW128x128_1bit sram_IO102 ( CE, WEB,  A, OEB, CSB, I[102], O[102]);
SRAM1RW128x128_1bit sram_IO103 ( CE, WEB,  A, OEB, CSB, I[103], O[103]);
SRAM1RW128x128_1bit sram_IO104 ( CE, WEB,  A, OEB, CSB, I[104], O[104]);
SRAM1RW128x128_1bit sram_IO105 ( CE, WEB,  A, OEB, CSB, I[105], O[105]);
SRAM1RW128x128_1bit sram_IO106 ( CE, WEB,  A, OEB, CSB, I[106], O[106]);
SRAM1RW128x128_1bit sram_IO107 ( CE, WEB,  A, OEB, CSB, I[107], O[107]);
SRAM1RW128x128_1bit sram_IO108 ( CE, WEB,  A, OEB, CSB, I[108], O[108]);
SRAM1RW128x128_1bit sram_IO109 ( CE, WEB,  A, OEB, CSB, I[109], O[109]);
SRAM1RW128x128_1bit sram_IO110 ( CE, WEB,  A, OEB, CSB, I[110], O[110]);
SRAM1RW128x128_1bit sram_IO111 ( CE, WEB,  A, OEB, CSB, I[111], O[111]);
SRAM1RW128x128_1bit sram_IO112 ( CE, WEB,  A, OEB, CSB, I[112], O[112]);
SRAM1RW128x128_1bit sram_IO113 ( CE, WEB,  A, OEB, CSB, I[113], O[113]);
SRAM1RW128x128_1bit sram_IO114 ( CE, WEB,  A, OEB, CSB, I[114], O[114]);
SRAM1RW128x128_1bit sram_IO115 ( CE, WEB,  A, OEB, CSB, I[115], O[115]);
SRAM1RW128x128_1bit sram_IO116 ( CE, WEB,  A, OEB, CSB, I[116], O[116]);
SRAM1RW128x128_1bit sram_IO117 ( CE, WEB,  A, OEB, CSB, I[117], O[117]);
SRAM1RW128x128_1bit sram_IO118 ( CE, WEB,  A, OEB, CSB, I[118], O[118]);
SRAM1RW128x128_1bit sram_IO119 ( CE, WEB,  A, OEB, CSB, I[119], O[119]);
SRAM1RW128x128_1bit sram_IO120 ( CE, WEB,  A, OEB, CSB, I[120], O[120]);
SRAM1RW128x128_1bit sram_IO121 ( CE, WEB,  A, OEB, CSB, I[121], O[121]);
SRAM1RW128x128_1bit sram_IO122 ( CE, WEB,  A, OEB, CSB, I[122], O[122]);
SRAM1RW128x128_1bit sram_IO123 ( CE, WEB,  A, OEB, CSB, I[123], O[123]);
SRAM1RW128x128_1bit sram_IO124 ( CE, WEB,  A, OEB, CSB, I[124], O[124]);
SRAM1RW128x128_1bit sram_IO125 ( CE, WEB,  A, OEB, CSB, I[125], O[125]);
SRAM1RW128x128_1bit sram_IO126 ( CE, WEB,  A, OEB, CSB, I[126], O[126]);
SRAM1RW128x128_1bit sram_IO127 ( CE, WEB,  A, OEB, CSB, I[127], O[127]);
endmodule
module SRAM1RW128x128_1bit (CE_i,WEB_i,A_i,OEB_i,CSB_i,I_i,O_i);
 input CSB_i;
 input OEB_i;
 input CE_i;
 input WEB_i;
 input 	[7-1:0] 	A_i;
 input 	[0:0] I_i;
 output 	[0:0] O_i;
 reg 	[0:0]O_i;
 reg    	[0:0]  	memory[128-1:0];
 reg  	[0:0]	data_out;
 and u1 (RE, ~CSB_i,  WEB_i);
 and u2 (WE, ~CSB_i, ~WEB_i);
 always @ (posedge CE_i) 
 	if (RE)
 		data_out = memory[A_i];
 always @ (posedge CE_i) 
 	if (WE)
 		memory[A_i] = I_i;
 always @ (data_out or OEB_i)
 	if (!OEB_i) 
 		O_i = data_out;
 	else
 		O_i =  1'bz;
 endmodule
```
==> run summary <==
Flops after synth = 16500
maximum vdd drop = 0.00782 mV
Vias/cell = 6.31
fmax = 19.5 MHz
flop-to-flop setup slack = 217.43 ns
Routed WL per cell = 37.0 um
die area = 1570000 um2
CP Launch Type = primary input
Synth Warn # = 4
post_cts resized = 0
Synth cell types = 75
total number of vias = 370000
cell row count = 459
total gr overflow = 0
met1 usage = 28.1%
syn_area_per_cell = 17.8 um2
Cells after Synth = 35200
CP Cell Sequence = buf_16 > buf_4 > buf_4 > buf_4 > buf_4 > buf_4 > buf_4 > buf_4 > buf_4 > buf_4 > nor2b_1 > o21ai_0 > o221ai_1 > o41ai_1 > o2111ai_1
FFs w/ async S/R, synth = 0%
Log Warnings = 36
Most Crowded Layer GR = met2
area reported by Yosys stat = 628000 um2
number of fillers in the final layout = 128000
FP Core Util = 40.2%
initial antenna violation count = 212
critical path endpoint = sram_IO37.data_out$_DFFE_PP_
Leak = 222 nW
R2R Path Start = sram_IO8.memory[15]$_DFFE_PP_
critical path type = in2reg
Period minus WS final = 51.41 ns
CP most frequent cell = buf_4
cycle use final = 23.2%
Crit-path slowest cell = buf_4
GP Congestion = 0.910
arrival time worst endpoint = 52.40 ns
ANT nets after route = 0
CTS max path bufs = 6
most numerous logic cell after layout = edfxtp_1
CP startpoint = A[2]
max-cap violations = 0
biggest area cells = edfxtp_1 79%, a22oi_1 3.4%, mux2i_1 1.6%
pin count of the biggest net entering global routing = 107
Dominant Register Cell = edfxtp_1
CP max FO = 52
Slew headroom = 6.55%
Post-synth EDFFs = 16500
total power = 6.50 mW
layout cells sized above 1 = 15.8%
Worst-path clk slew = 0.06 ns
Seq/Total Area, Yosys = 79.0%
drt first-iter violations = 31000
All-Layer GR Usage = 29.7%
met3 Use GR = 28.2%
Initial DRT Pass Iterations = 10
Insertion Delay late pin = 1.42 ns
Hold Crit Class = reg2reg
first-pass GRT wire length = 2980000 um
hold path start = sram_IO27.memory[104]$_DFFE_PP_
Setup violations, final = 0
CTS Hold Bufs = 0
setup TNS = 0 ns
IO buf count = 265
Worst Setup End Kind = register
Num CTS Buffers = 1698
TritonCTS clock tree = built
Crit path largest cell delay = 0.76 ns
post-DP HPWL = 1270000 um
clk_skew = 0.192 ns
pwr/cell area = 9.11 nW/um2
Die X = 1250 um
R2R depth = 6
cells in synth_stat.txt = 35200
Total Wirelength = 2170000 um
post-route DRC violation count = 0
most frequent cells in the layout = 16500 x edfxtp_1, 2857 x a22oi_1, 1989 x buf_4, 1719 x clkbuf_16, 1234 x a21oi_1
Tightest Pin Transition = 1.40 ns
grt met2 use = 40.5%
Top cell area share = 79.0%
Synth-to-Final Area Change = 13.5%
RSZ-0062 raised after global routing = no
vias in the first global route = 389000
post-CTS setup buffers = 0
RR Endpoint = sram_IO8.data_out$_DFFE_PP_
final count of pins violating max slew = 0
clk sinks = 16500
DIE HEIGHT = 1250 um
H-tree Lvls = 7
root buffer cell = clkbuf_16
outcome = finished clean
CP required = 222.49 ns
post-synth top area cell = edfxtp_1
Cell Area, Synth = 628000 um2
num ports = 267
final hold violation count = 0
Core Footprint = 1560000 um2
## cells by family after synthesis
logic type	share of synthesized area, %
AND-OR/OR-AND	12.8
buffers and inverters	2.01
flip-flops	79.0
multiplexers	3.20
AND/OR/NAND/NOR	3.00
## layer usage
layer | vias up | part of all wire, %
li1 | 151000 | -
met1 | 181000 | 27
met2 | 32200 | 44
met3 | 6165 | 21
met4 | 407 | 6.7
met5 | - | 0.75
## power by group
group | internal, mW | leakage, nW | switching, mW
sequential | 3.45 | 148 | 0.00218
clock | 1.54 | 25.2 | 1.16
combinational | 0.0916 | 48.6 | 0.257
## synthesized netlist by cell type, types with 250 or more instances
master,number
mux4_2,250
edfxtp_1,16500
mux2_2,368
buf_1,335
nor2_1,724
clkbuf_1,1888
mux2i_1,1008
a31oi_1,316
buf_2,549
a21oi_1,1234
o221ai_1,355
a222oi_1,864
a22o_1,422
nand2_1,897
a22oi_1,2857
a221oi_1,1045
o22ai_1,774
o21ai_0,471
nor3_1,743
a21bo_2,689
## worst max-delay path, delay by kind of cell
kind / cells / cell delay (ns)
buffers and inverters: 10 / 5.78
AND-OR/OR-AND: 4 / 1.78
AND/OR/NAND/NOR: 1 / 0.10
## layout make-up
| class | count | area (um2) | share of cell area [%] |
|---|---|---|---|
| sequential | 16500 | 496000 | 69.5 |
| multi-input combinational | 15700 | 121000 | 17.0 |
| clock buffer | 2090 | 44400 | 6.23 |
| tap | 20700 | 26000 | 3.64 |
| timing repair buffer | 2176 | 17300 | 2.43 |
| clock inverter | 904 | 7070 | 0.992 |
| antenna | 528 | 1320 | 0.185 |
| inverter | 9 | 56.3 | 0.00790 |
## how the worst min path moves through the flow
stage | to | slack (ns) | cells past startpoint
finish | sram_IO27.data_out$_DFFE_PP_ | 0.85 | 4
global route | sram_IO27.data_out$_DFFE_PP_ | 0.89 | 4
CTS | sram_IO102.data_out$_DFFE_PP_ | 0.84 | 4
## stage by stage
| step | setup slack, ns | util, % | area, um2 | cells | hold slack [ns] |
|---|---|---|---|---|---|
| final | 170.09 | 45.6 | 713000 | 58700 | 0.846 |
| after CTS | 170.47 | 45.5 | 712000 | 58200 | 0.840 |
| after floorplan | 169.43 | - | 628000 | 35200 | 0.653 |
| after global placement | 169.14 | 42.2 | 660000 | 55200 | 0.862 |
| after global routing | 170.02 | 45.6 | 713000 | 58500 | 0.893 |
| after detailed placement | 169.00 | 42.2 | 660000 | 55200 | 0.868 |
No activity file was given, so power comes from the tool's default toggle rates.
