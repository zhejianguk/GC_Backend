===== constraint.sdc =====
current_design SRAM1RW64x128

set clk_period 133.1
set clk_io_pct 0.2

create_clock -name clk0 -period $clk_period [get_ports {CE}]

set non_clock_inputs [all_inputs -no_clocks]
set_input_delay [expr $clk_period * $clk_io_pct] -clock clk0 $non_clock_inputs
set_output_delay [expr $clk_period * $clk_io_pct] -clock clk0 [all_outputs]

===== run.sh =====
#!/bin/bash
# OpenROAD 26Q1-2900-gdf79404cd8, Yosys 0.63+post, stock flow scripts
make -C /OpenROAD-flow-scripts/flow DESIGN_CONFIG=/design/flow/config.mk WORK_HOME=/design/flow/orfs finish

===== config.mk =====
export PLATFORM = sky130hd
export DESIGN_NAME = SRAM1RW64x128
export DESIGN_NICKNAME = SRAM1RW64x128
export VERILOG_FILES = /design/flow/design.v
export SDC_FILE = /design/flow/constraint.sdc
export NUM_CORES = 4
export LEC_CHECK = 1
export CORE_UTILIZATION = 30
export SYNTH_MEMORY_MAX_BITS = 65536

===== design.v =====
 `timescale 1ns/100fs
 module SRAM1RW64x128 (A,CE,WEB,OEB,CSB,I,O);
 input 				CE;
 input 				WEB;
 input 				OEB;
 input 				CSB;
 input 	[6-1:0] 		A;
 input 	[128-1:0] 	I;
 output 	[128-1:0] 	O;
 wire 	[128-1:0] 	O;
 wire 				RE;
 wire 				WE;
SRAM1RW64x128_1bit sram_IO0 ( CE, WEB,  A, OEB, CSB, I[0], O[0]);
SRAM1RW64x128_1bit sram_IO1 ( CE, WEB,  A, OEB, CSB, I[1], O[1]);
SRAM1RW64x128_1bit sram_IO2 ( CE, WEB,  A, OEB, CSB, I[2], O[2]);
SRAM1RW64x128_1bit sram_IO3 ( CE, WEB,  A, OEB, CSB, I[3], O[3]);
SRAM1RW64x128_1bit sram_IO4 ( CE, WEB,  A, OEB, CSB, I[4], O[4]);
SRAM1RW64x128_1bit sram_IO5 ( CE, WEB,  A, OEB, CSB, I[5], O[5]);
SRAM1RW64x128_1bit sram_IO6 ( CE, WEB,  A, OEB, CSB, I[6], O[6]);
SRAM1RW64x128_1bit sram_IO7 ( CE, WEB,  A, OEB, CSB, I[7], O[7]);
SRAM1RW64x128_1bit sram_IO8 ( CE, WEB,  A, OEB, CSB, I[8], O[8]);
SRAM1RW64x128_1bit sram_IO9 ( CE, WEB,  A, OEB, CSB, I[9], O[9]);
SRAM1RW64x128_1bit sram_IO10 ( CE, WEB,  A, OEB, CSB, I[10], O[10]);
SRAM1RW64x128_1bit sram_IO11 ( CE, WEB,  A, OEB, CSB, I[11], O[11]);
SRAM1RW64x128_1bit sram_IO12 ( CE, WEB,  A, OEB, CSB, I[12], O[12]);
SRAM1RW64x128_1bit sram_IO13 ( CE, WEB,  A, OEB, CSB, I[13], O[13]);
SRAM1RW64x128_1bit sram_IO14 ( CE, WEB,  A, OEB, CSB, I[14], O[14]);
SRAM1RW64x128_1bit sram_IO15 ( CE, WEB,  A, OEB, CSB, I[15], O[15]);
SRAM1RW64x128_1bit sram_IO16 ( CE, WEB,  A, OEB, CSB, I[16], O[16]);
SRAM1RW64x128_1bit sram_IO17 ( CE, WEB,  A, OEB, CSB, I[17], O[17]);
SRAM1RW64x128_1bit sram_IO18 ( CE, WEB,  A, OEB, CSB, I[18], O[18]);
SRAM1RW64x128_1bit sram_IO19 ( CE, WEB,  A, OEB, CSB, I[19], O[19]);
SRAM1RW64x128_1bit sram_IO20 ( CE, WEB,  A, OEB, CSB, I[20], O[20]);
SRAM1RW64x128_1bit sram_IO21 ( CE, WEB,  A, OEB, CSB, I[21], O[21]);
SRAM1RW64x128_1bit sram_IO22 ( CE, WEB,  A, OEB, CSB, I[22], O[22]);
SRAM1RW64x128_1bit sram_IO23 ( CE, WEB,  A, OEB, CSB, I[23], O[23]);
SRAM1RW64x128_1bit sram_IO24 ( CE, WEB,  A, OEB, CSB, I[24], O[24]);
SRAM1RW64x128_1bit sram_IO25 ( CE, WEB,  A, OEB, CSB, I[25], O[25]);
SRAM1RW64x128_1bit sram_IO26 ( CE, WEB,  A, OEB, CSB, I[26], O[26]);
SRAM1RW64x128_1bit sram_IO27 ( CE, WEB,  A, OEB, CSB, I[27], O[27]);
SRAM1RW64x128_1bit sram_IO28 ( CE, WEB,  A, OEB, CSB, I[28], O[28]);
SRAM1RW64x128_1bit sram_IO29 ( CE, WEB,  A, OEB, CSB, I[29], O[29]);
SRAM1RW64x128_1bit sram_IO30 ( CE, WEB,  A, OEB, CSB, I[30], O[30]);
SRAM1RW64x128_1bit sram_IO31 ( CE, WEB,  A, OEB, CSB, I[31], O[31]);
SRAM1RW64x128_1bit sram_IO32 ( CE, WEB,  A, OEB, CSB, I[32], O[32]);
SRAM1RW64x128_1bit sram_IO33 ( CE, WEB,  A, OEB, CSB, I[33], O[33]);
SRAM1RW64x128_1bit sram_IO34 ( CE, WEB,  A, OEB, CSB, I[34], O[34]);
SRAM1RW64x128_1bit sram_IO35 ( CE, WEB,  A, OEB, CSB, I[35], O[35]);
SRAM1RW64x128_1bit sram_IO36 ( CE, WEB,  A, OEB, CSB, I[36], O[36]);
SRAM1RW64x128_1bit sram_IO37 ( CE, WEB,  A, OEB, CSB, I[37], O[37]);
SRAM1RW64x128_1bit sram_IO38 ( CE, WEB,  A, OEB, CSB, I[38], O[38]);
SRAM1RW64x128_1bit sram_IO39 ( CE, WEB,  A, OEB, CSB, I[39], O[39]);
SRAM1RW64x128_1bit sram_IO40 ( CE, WEB,  A, OEB, CSB, I[40], O[40]);
SRAM1RW64x128_1bit sram_IO41 ( CE, WEB,  A, OEB, CSB, I[41], O[41]);
SRAM1RW64x128_1bit sram_IO42 ( CE, WEB,  A, OEB, CSB, I[42], O[42]);
SRAM1RW64x128_1bit sram_IO43 ( CE, WEB,  A, OEB, CSB, I[43], O[43]);
SRAM1RW64x128_1bit sram_IO44 ( CE, WEB,  A, OEB, CSB, I[44], O[44]);
SRAM1RW64x128_1bit sram_IO45 ( CE, WEB,  A, OEB, CSB, I[45], O[45]);
SRAM1RW64x128_1bit sram_IO46 ( CE, WEB,  A, OEB, CSB, I[46], O[46]);
SRAM1RW64x128_1bit sram_IO47 ( CE, WEB,  A, OEB, CSB, I[47], O[47]);
SRAM1RW64x128_1bit sram_IO48 ( CE, WEB,  A, OEB, CSB, I[48], O[48]);
SRAM1RW64x128_1bit sram_IO49 ( CE, WEB,  A, OEB, CSB, I[49], O[49]);
SRAM1RW64x128_1bit sram_IO50 ( CE, WEB,  A, OEB, CSB, I[50], O[50]);
SRAM1RW64x128_1bit sram_IO51 ( CE, WEB,  A, OEB, CSB, I[51], O[51]);
SRAM1RW64x128_1bit sram_IO52 ( CE, WEB,  A, OEB, CSB, I[52], O[52]);
SRAM1RW64x128_1bit sram_IO53 ( CE, WEB,  A, OEB, CSB, I[53], O[53]);
SRAM1RW64x128_1bit sram_IO54 ( CE, WEB,  A, OEB, CSB, I[54], O[54]);
SRAM1RW64x128_1bit sram_IO55 ( CE, WEB,  A, OEB, CSB, I[55], O[55]);
SRAM1RW64x128_1bit sram_IO56 ( CE, WEB,  A, OEB, CSB, I[56], O[56]);
SRAM1RW64x128_1bit sram_IO57 ( CE, WEB,  A, OEB, CSB, I[57], O[57]);
SRAM1RW64x128_1bit sram_IO58 ( CE, WEB,  A, OEB, CSB, I[58], O[58]);
SRAM1RW64x128_1bit sram_IO59 ( CE, WEB,  A, OEB, CSB, I[59], O[59]);
SRAM1RW64x128_1bit sram_IO60 ( CE, WEB,  A, OEB, CSB, I[60], O[60]);
SRAM1RW64x128_1bit sram_IO61 ( CE, WEB,  A, OEB, CSB, I[61], O[61]);
SRAM1RW64x128_1bit sram_IO62 ( CE, WEB,  A, OEB, CSB, I[62], O[62]);
SRAM1RW64x128_1bit sram_IO63 ( CE, WEB,  A, OEB, CSB, I[63], O[63]);
SRAM1RW64x128_1bit sram_IO64 ( CE, WEB,  A, OEB, CSB, I[64], O[64]);
SRAM1RW64x128_1bit sram_IO65 ( CE, WEB,  A, OEB, CSB, I[65], O[65]);
SRAM1RW64x128_1bit sram_IO66 ( CE, WEB,  A, OEB, CSB, I[66], O[66]);
SRAM1RW64x128_1bit sram_IO67 ( CE, WEB,  A, OEB, CSB, I[67], O[67]);
SRAM1RW64x128_1bit sram_IO68 ( CE, WEB,  A, OEB, CSB, I[68], O[68]);
SRAM1RW64x128_1bit sram_IO69 ( CE, WEB,  A, OEB, CSB, I[69], O[69]);
SRAM1RW64x128_1bit sram_IO70 ( CE, WEB,  A, OEB, CSB, I[70], O[70]);
SRAM1RW64x128_1bit sram_IO71 ( CE, WEB,  A, OEB, CSB, I[71], O[71]);
SRAM1RW64x128_1bit sram_IO72 ( CE, WEB,  A, OEB, CSB, I[72], O[72]);
SRAM1RW64x128_1bit sram_IO73 ( CE, WEB,  A, OEB, CSB, I[73], O[73]);
SRAM1RW64x128_1bit sram_IO74 ( CE, WEB,  A, OEB, CSB, I[74], O[74]);
SRAM1RW64x128_1bit sram_IO75 ( CE, WEB,  A, OEB, CSB, I[75], O[75]);
SRAM1RW64x128_1bit sram_IO76 ( CE, WEB,  A, OEB, CSB, I[76], O[76]);
SRAM1RW64x128_1bit sram_IO77 ( CE, WEB,  A, OEB, CSB, I[77], O[77]);
SRAM1RW64x128_1bit sram_IO78 ( CE, WEB,  A, OEB, CSB, I[78], O[78]);
SRAM1RW64x128_1bit sram_IO79 ( CE, WEB,  A, OEB, CSB, I[79], O[79]);
SRAM1RW64x128_1bit sram_IO80 ( CE, WEB,  A, OEB, CSB, I[80], O[80]);
SRAM1RW64x128_1bit sram_IO81 ( CE, WEB,  A, OEB, CSB, I[81], O[81]);
SRAM1RW64x128_1bit sram_IO82 ( CE, WEB,  A, OEB, CSB, I[82], O[82]);
SRAM1RW64x128_1bit sram_IO83 ( CE, WEB,  A, OEB, CSB, I[83], O[83]);
SRAM1RW64x128_1bit sram_IO84 ( CE, WEB,  A, OEB, CSB, I[84], O[84]);
SRAM1RW64x128_1bit sram_IO85 ( CE, WEB,  A, OEB, CSB, I[85], O[85]);
SRAM1RW64x128_1bit sram_IO86 ( CE, WEB,  A, OEB, CSB, I[86], O[86]);
SRAM1RW64x128_1bit sram_IO87 ( CE, WEB,  A, OEB, CSB, I[87], O[87]);
SRAM1RW64x128_1bit sram_IO88 ( CE, WEB,  A, OEB, CSB, I[88], O[88]);
SRAM1RW64x128_1bit sram_IO89 ( CE, WEB,  A, OEB, CSB, I[89], O[89]);
SRAM1RW64x128_1bit sram_IO90 ( CE, WEB,  A, OEB, CSB, I[90], O[90]);
SRAM1RW64x128_1bit sram_IO91 ( CE, WEB,  A, OEB, CSB, I[91], O[91]);
SRAM1RW64x128_1bit sram_IO92 ( CE, WEB,  A, OEB, CSB, I[92], O[92]);
SRAM1RW64x128_1bit sram_IO93 ( CE, WEB,  A, OEB, CSB, I[93], O[93]);
SRAM1RW64x128_1bit sram_IO94 ( CE, WEB,  A, OEB, CSB, I[94], O[94]);
SRAM1RW64x128_1bit sram_IO95 ( CE, WEB,  A, OEB, CSB, I[95], O[95]);
SRAM1RW64x128_1bit sram_IO96 ( CE, WEB,  A, OEB, CSB, I[96], O[96]);
SRAM1RW64x128_1bit sram_IO97 ( CE, WEB,  A, OEB, CSB, I[97], O[97]);
SRAM1RW64x128_1bit sram_IO98 ( CE, WEB,  A, OEB, CSB, I[98], O[98]);
SRAM1RW64x128_1bit sram_IO99 ( CE, WEB,  A, OEB, CSB, I[99], O[99]);
SRAM1RW64x128_1bit sram_IO100 ( CE, WEB,  A, OEB, CSB, I[100], O[100]);
SRAM1RW64x128_1bit sram_IO101 ( CE, WEB,  A, OEB, CSB, I[101], O[101]);
SRAM1RW64x128_1bit sram_IO102 ( CE, WEB,  A, OEB, CSB, I[102], O[102]);
SRAM1RW64x128_1bit sram_IO103 ( CE, WEB,  A, OEB, CSB, I[103], O[103]);
SRAM1RW64x128_1bit sram_IO104 ( CE, WEB,  A, OEB, CSB, I[104], O[104]);
SRAM1RW64x128_1bit sram_IO105 ( CE, WEB,  A, OEB, CSB, I[105], O[105]);
SRAM1RW64x128_1bit sram_IO106 ( CE, WEB,  A, OEB, CSB, I[106], O[106]);
SRAM1RW64x128_1bit sram_IO107 ( CE, WEB,  A, OEB, CSB, I[107], O[107]);
SRAM1RW64x128_1bit sram_IO108 ( CE, WEB,  A, OEB, CSB, I[108], O[108]);
SRAM1RW64x128_1bit sram_IO109 ( CE, WEB,  A, OEB, CSB, I[109], O[109]);
SRAM1RW64x128_1bit sram_IO110 ( CE, WEB,  A, OEB, CSB, I[110], O[110]);
SRAM1RW64x128_1bit sram_IO111 ( CE, WEB,  A, OEB, CSB, I[111], O[111]);
SRAM1RW64x128_1bit sram_IO112 ( CE, WEB,  A, OEB, CSB, I[112], O[112]);
SRAM1RW64x128_1bit sram_IO113 ( CE, WEB,  A, OEB, CSB, I[113], O[113]);
SRAM1RW64x128_1bit sram_IO114 ( CE, WEB,  A, OEB, CSB, I[114], O[114]);
SRAM1RW64x128_1bit sram_IO115 ( CE, WEB,  A, OEB, CSB, I[115], O[115]);
SRAM1RW64x128_1bit sram_IO116 ( CE, WEB,  A, OEB, CSB, I[116], O[116]);
SRAM1RW64x128_1bit sram_IO117 ( CE, WEB,  A, OEB, CSB, I[117], O[117]);
SRAM1RW64x128_1bit sram_IO118 ( CE, WEB,  A, OEB, CSB, I[118], O[118]);
SRAM1RW64x128_1bit sram_IO119 ( CE, WEB,  A, OEB, CSB, I[119], O[119]);
SRAM1RW64x128_1bit sram_IO120 ( CE, WEB,  A, OEB, CSB, I[120], O[120]);
SRAM1RW64x128_1bit sram_IO121 ( CE, WEB,  A, OEB, CSB, I[121], O[121]);
SRAM1RW64x128_1bit sram_IO122 ( CE, WEB,  A, OEB, CSB, I[122], O[122]);
SRAM1RW64x128_1bit sram_IO123 ( CE, WEB,  A, OEB, CSB, I[123], O[123]);
SRAM1RW64x128_1bit sram_IO124 ( CE, WEB,  A, OEB, CSB, I[124], O[124]);
SRAM1RW64x128_1bit sram_IO125 ( CE, WEB,  A, OEB, CSB, I[125], O[125]);
SRAM1RW64x128_1bit sram_IO126 ( CE, WEB,  A, OEB, CSB, I[126], O[126]);
SRAM1RW64x128_1bit sram_IO127 ( CE, WEB,  A, OEB, CSB, I[127], O[127]);
endmodule
module SRAM1RW64x128_1bit (CE_i,WEB_i,A_i,OEB_i,CSB_i,I_i,O_i);
 input CSB_i;
 input OEB_i;
 input CE_i;
 input WEB_i;
 input 	[6-1:0] 	A_i;
 input 	[0:0] I_i;
 output 	[0:0] O_i;
 reg 	[0:0]O_i;
 reg    	[0:0]  	memory[64-1:0];
 reg  	[0:0]	data_out;
 and u1 (RE, ~CSB_i,  WEB_i);
 and u2 (WE, ~CSB_i, ~WEB_i);
 always @ (posedge CE_i) 
 	if (RE)
 		data_out = memory[A_i];
 always @ (posedge CE_i) 
 	if (WE)
 		memory[A_i] = I_i;
 always @ (data_out or OEB_i)
 	if (!OEB_i) 
 		O_i = data_out;
 	else
 		O_i =  1'bz;
 endmodule

==> impl_metrics.xml <==
<?xml version="1.0" encoding="UTF-8"?>
<metrics>
  <group name="synth">
    <metric name="edf_count" unit="">8320</metric>
    <metric name="yosysCellCount" unit="">17200</metric>
    <metric name="async_flop_share" unit="">0</metric>
    <metric name="synth.avg_cell_area" unit="um2">18.2</metric>
    <metric name="ys_warn_count" unit="">4</metric>
    <metric name="synth.ff_latch_count" unit="">8320</metric>
    <metric name="yosys-stat-area" unit="um2">313000</metric>
    <metric name="synthCells" unit="">17200</metric>
    <metric name="yosysUniqueCellTypes" unit="">60</metric>
    <metric name="netlist_area" unit="um2">313000</metric>
    <metric name="synthFlopType" unit="">sky130_fd_sc_hd__edfxtp_1</metric>
    <metric name="synth_seq_share" unit="">0.799</metric>
  </group>
  <group name="critical_path">
    <metric name="endpoint_kind" unit="">register</metric>
    <metric name="crit_arrival" unit="ns">32.58</metric>
    <metric name="critical_path.startpoint_type" unit="">input port</metric>
    <metric name="crit_fanout" unit="">48</metric>
    <metric name="timing.critical_path.required" unit="ns">133.80</metric>
    <metric name="worst_reg2reg_path_length_in_cells" unit="">6</metric>
    <metric name="worstSetupPathType" unit="">in2reg</metric>
  </group>
  <group name="clock_tree">
    <metric name="clk_pin_slew" unit="ns">0.06</metric>
    <metric name="cts-resized-gates" unit="">0</metric>
    <metric name="clock_latency" unit="ns">1.11</metric>
    <metric name="tritoncts_num_sinks" unit="">8320</metric>
    <metric name="tritoncts.num_buffers" unit="">797</metric>
    <metric name="clockRootBuffer" unit="">sky130_fd_sc_hd__clkbuf_16</metric>
    <metric name="postCtsSetupRepairBufs" unit="">0</metric>
    <metric name="ctsHoldBuffers" unit="">0</metric>
    <metric name="tritoncts" unit="">built</metric>
    <metric name="ctsHtreeMaxLevel" unit="">6</metric>
    <metric name="max-clock-path-buffers" unit="">5</metric>
  </group>
  <group name="die">
    <metric name="core_area" unit="um2">1040000</metric>
    <metric name="die_height" unit="um">1020</metric>
    <metric name="dieWidth" unit="um">1020</metric>
    <metric name="placement_rows" unit="">374</metric>
    <metric name="chip_area" unit="um2">1050000</metric>
    <metric name="ios" unit="">266</metric>
    <metric name="initial_core_util" unit="">0.301</metric>
  </group>
  <group name="status">
    <metric name="status" unit="">finished clean</metric>
  </group>
  <group name="place">
    <metric name="gp_routability_congestion" unit="">0.845</metric>
    <metric name="dp_hpwl" unit="um">541000</metric>
    <metric name="port-buffer-count" unit="">264</metric>
  </group>
  <group name="final_layout">
    <metric name="layout.filler_cells" unit="">95300</metric>
    <metric name="seqCellArea" unit="um2">250000</metric>
    <metric name="gate_area" unit="um2">56800</metric>
    <metric name="drive_gt1_frac" unit="">0.150</metric>
    <metric name="final_util" unit="">0.344</metric>
    <metric name="area_delta_synth_final" unit="%">14.1</metric>
  </group>
  <group name="final_timing">
    <metric name="timing_max_transition_violations_final" unit="">0</metric>
    <metric name="min_period_over_period" unit="">0.240</metric>
    <metric name="clock_period_minus_final_worst_setup_slack" unit="ns">31.89</metric>
    <metric name="maxClockFrequency" unit="MHz">31.4</metric>
    <metric name="setup_tns" unit="ns">0</metric>
    <metric name="timing_hold_violations_final" unit="">0</metric>
    <metric name="transition_at_the_pin_with_the_smallest_max_transition_slack" unit="ns">1.15</metric>
    <metric name="rsz0062_at_grt" unit="">false</metric>
    <metric name="worst_clk_skew" unit="ns">0.0697</metric>
    <metric name="number_of_setup_violations_in_the_final_report" unit="">0</metric>
    <metric name="worst_slew_margin_rel" unit="">0.223</metric>
  </group>
  <group name="run">
    <metric name="stage_log_warnings" unit="">32</metric>
    <metric name="cap_viol_max_count" unit="">0</metric>
  </group>
  <group name="global_routing">
    <metric name="grt_antenna_before_repair" unit="">106</metric>
    <metric name="global_route.overflow_total" unit="">0</metric>
    <metric name="via_count_of_the_first_global_routing_pass" unit="">186000</metric>
    <metric name="global_route.usage.total" unit="">0.193</metric>
    <metric name="global_route_wire_length_before_repair" unit="um">1350000</metric>
    <metric name="grt_start_max_net_pins" unit="">103</metric>
  </group>
  <group name="drt">
    <metric name="dr.pass1.iters" unit="">6</metric>
    <metric name="route.vias.total" unit="">176000</metric>
    <metric name="number_of_violations_reported_at_the_end_of_detailed_routing_iteration_0" unit="">12800</metric>
    <metric name="route.detailed.vias_per_inst" unit="">5.51</metric>
    <metric name="route.final.wire_length" unit="um">962000</metric>
    <metric name="remaining_drc_errors" unit="">0</metric>
    <metric name="avgRoutedWirePerCell" unit="um">30.1</metric>
    <metric name="antenna_violating_nets_post_route" unit="">0</metric>
  </group>
  <group name="power">
    <metric name="int_power" unit="W">0.00417</metric>
    <metric name="power.switching" unit="W">0.00115</metric>
    <metric name="power.clock.fraction" unit="">0.405</metric>
    <metric name="worst_ir_drop_vdd" unit="uV">11.7</metric>
    <metric name="total_power_divided_by_cell_area" unit="nW/um2">14.9</metric>
    <metric name="comb_power_share" unit="">0.050</metric>
    <metric name="static-leakage-power" unit="nW">108</metric>
    <metric name="power_frac_seq" unit="">0.545</metric>
    <metric name="switching_share" unit="">0.217</metric>
  </group>
  <group name="worst_hold_path">
    <metric name="min_path_type" unit="">reg2reg</metric>
    <metric name="worst_hold_path.num_cells" unit="">4</metric>
  </group>
</metrics>
final cells by class:
type / count / area share
clock buffer: 975 / 0.0582
multi-input combinational: 7374 / 0.159
inverter: 3 / 0.0000947
timing repair buffer: 1082 / 0.0238
antenna: 87 / 0.000610
tap: 13700 / 0.0481
clock inverter: 424 / 0.00954
sequential: 8320 / 0.700
per-stage QoR:
stage               area (um2)  power [W]  worst slack (ns)  instances  hold WS [ns]
floorplan               313000    0.00309             99.13      17200         0.624
finish                  357000    0.00533            101.21      32000         0.676
global route            357000    0.00547            101.16      31900         0.721
CTS                     356000    0.00535            101.52      31900         0.676
detailed placement      332000    0.00322            100.40      30500         0.683
global placement        332000    0.00322            100.37      30500         0.700
cells by family (layout without fill, tap and decap cells):
group,Yosys count,count (layout),synth area share
AOI/OAI and AO/OA,4831,4831,0.115
buffers and inverters,1481,2484,0.0215
DFF,8320,8320,0.799
muxes,1062,1062,0.0427
other,0,87,0
and+or+nand+nor,1481,1481,0.0216
cell usage after synthesis, drive strengths merged (3+ instances only):
library cell     n  area [um2]
or4              5        37.5
and3            55         344
clkbuf         834        3130
nand2b           7        43.8
a222oi           3        30.0
nor3b            3        22.5
buf            644        3580
a22oi         1274        9560
a2111oi          8        70.1
a221oi        1512       13200
nor2b            9        56.3
nand2          645        2420
nor2           243         915
mux2           465        5240
edfxtp        8320      250000
o21ai          332        1660
mux4           169        3810
a211oi          60         450
o32ai            9        78.8
a21oi          296        1480
or2              3        18.8
o211ai          60         450
or3             18         113
nand3          123         616
o221ai          44         385
a32oi           60         526
mux2i          428        4280
a31oi           57         357
and4            54         473
o2bb2ai         54         473
nor4            57         357
o22a            12         105
and2             4        25.0
o2111ai         59         517
o22ai          865        5410
a22o           117        1020
nor3           246        1230
worst paths after layout:
path         slack (ns)                    to                   from
max reg2reg      130.16   sram_IO101.data_out  sram_IO101.memory[28]
max              101.21  sram_IO121.memory[2]                   A[1]
min reg2reg        0.68    sram_IO11.data_out   sram_IO11.memory[52]
min                0.68    sram_IO11.data_out   sram_IO11.memory[52]
power groups by stage:
stage / Clock [W] / Combinational, W / Sequential, W
final: 0.00216 / 0.000268 / 0.00290
after global routing: 0.00228 / 0.000288 / 0.00290
after CTS: 0.00218 / 0.000267 / 0.00290
critical path, cell delays in order:
cell	delay [ns]
sky130_fd_sc_hd__buf_8	0.41
sky130_fd_sc_hd__buf_4	0.51
sky130_fd_sc_hd__buf_4	0.58
sky130_fd_sc_hd__nand2b_1	0.33
sky130_fd_sc_hd__nor2_4	0.73
sky130_fd_sc_hd__nand2_1	0.68
sky130_fd_sc_hd__nor2_4	0.78
sky130_fd_sc_hd__buf_4	0.64
sky130_fd_sc_hd__buf_4	0.52
sky130_fd_sc_hd__buf_4	0.53
metal layers:
layer / vias to the layer above / share of wire / GRT usage / wire length, um
met3: 2239 / 0.20 / 0.178 / 194000
met4: 123 / 0.042 / 0.0644 / 40600
met1: 86800 / 0.31 / 0.196 / 296000
li1: 73300 / - / - / -
met5: - / 0.0042 / 0.0291 / 4090
met2: 13800 / 0.45 / 0.277 / 428000
layout by cell type, fill, tap and decap left out, types with 57 or more instances in the layout:
master                               n
sky130_fd_sc_hd__a22o_1            117
sky130_fd_sc_hd__a21oi_1           296
sky130_fd_sc_hd__a32oi_1            60
sky130_fd_sc_hd__nand3_1           122
sky130_fd_sc_hd__mux2_2            461
sky130_fd_sc_hd__diode_2            87
sky130_fd_sc_hd__clkinv_2          127
sky130_fd_sc_hd__mux2i_1           428
sky130_fd_sc_hd__nand2_1           633
sky130_fd_sc_hd__mux4_2            169
sky130_fd_sc_hd__o21ai_0           332
sky130_fd_sc_hd__clkinv_1          197
sky130_fd_sc_hd__o2111ai_1          58
sky130_fd_sc_hd__nor3_1            244
sky130_fd_sc_hd__a31oi_1            57
sky130_fd_sc_hd__a211oi_1           60
sky130_fd_sc_hd__o22ai_1           865
sky130_fd_sc_hd__buf_4             792
sky130_fd_sc_hd__nor4_1             57
sky130_fd_sc_hd__nor2_1            171
sky130_fd_sc_hd__clkbuf_1          171
sky130_fd_sc_hd__edfxtp_1         8320
sky130_fd_sc_hd__o211ai_1           60
sky130_fd_sc_hd__a221oi_1         1512
sky130_fd_sc_hd__clkdlybuf4s50_1   131
sky130_fd_sc_hd__buf_2             129
sky130_fd_sc_hd__a22oi_1          1274
sky130_fd_sc_hd__nor2_4             71
sky130_fd_sc_hd__clkbuf_16         804
Power and IR drop assume default switching activity.
