==> flow/config.mk <==
export PLATFORM = sky130hd
export DESIGN_NAME = SRAM1RW256x64
export DESIGN_NICKNAME = SRAM1RW256x64
export VERILOG_FILES = /design/flow/design.v
export SDC_FILE = /design/flow/constraint.sdc
export NUM_CORES = 4
export LEC_CHECK = 1
export CORE_UTILIZATION = 30
export SYNTH_MEMORY_MAX_BITS = 65536
==> flow/constraint.sdc <==
current_design SRAM1RW256x64

set clk_period 114.7
set clk_io_pct 0.2

create_clock -name clk0 -period $clk_period [get_ports {CE}]

set non_clock_inputs [all_inputs -no_clocks]
set_input_delay [expr $clk_period * $clk_io_pct] -clock clk0 $non_clock_inputs
set_output_delay [expr $clk_period * $clk_io_pct] -clock clk0 [all_outputs]
==> flow/design.v <==
 `timescale 1ns/100fs
 module SRAM1RW256x64 (A,CE,WEB,OEB,CSB,I,O);
 input 				CE;
 input 				WEB;
 input 				OEB;
 input 				CSB;
 input 	[8-1:0] 		A;
 input 	[64-1:0] 	I;
 output 	[64-1:0] 	O;
 wire 	[64-1:0] 	O;
 wire 				RE;
 wire 				WE;
SRAM1RW256x64_1bit sram_IO0 ( CE, WEB,  A, OEB, CSB, I[0], O[0]);
SRAM1RW256x64_1bit sram_IO1 ( CE, WEB,  A, OEB, CSB, I[1], O[1]);
SRAM1RW256x64_1bit sram_IO2 ( CE, WEB,  A, OEB, CSB, I[2], O[2]);
SRAM1RW256x64_1bit sram_IO3 ( CE, WEB,  A, OEB, CSB, I[3], O[3]);
SRAM1RW256x64_1bit sram_IO4 ( CE, WEB,  A, OEB, CSB, I[4], O[4]);
SRAM1RW256x64_1bit sram_IO5 ( CE, WEB,  A, OEB, CSB, I[5], O[5]);
SRAM1RW256x64_1bit sram_IO6 ( CE, WEB,  A, OEB, CSB, I[6], O[6]);
SRAM1RW256x64_1bit sram_IO7 ( CE, WEB,  A, OEB, CSB, I[7], O[7]);
SRAM1RW256x64_1bit sram_IO8 ( CE, WEB,  A, OEB, CSB, I[8], O[8]);
SRAM1RW256x64_1bit sram_IO9 ( CE, WEB,  A, OEB, CSB, I[9], O[9]);
SRAM1RW256x64_1bit sram_IO10 ( CE, WEB,  A, OEB, CSB, I[10], O[10]);
SRAM1RW256x64_1bit sram_IO11 ( CE, WEB,  A, OEB, CSB, I[11], O[11]);
SRAM1RW256x64_1bit sram_IO12 ( CE, WEB,  A, OEB, CSB, I[12], O[12]);
SRAM1RW256x64_1bit sram_IO13 ( CE, WEB,  A, OEB, CSB, I[13], O[13]);
SRAM1RW256x64_1bit sram_IO14 ( CE, WEB,  A, OEB, CSB, I[14], O[14]);
SRAM1RW256x64_1bit sram_IO15 ( CE, WEB,  A, OEB, CSB, I[15], O[15]);
SRAM1RW256x64_1bit sram_IO16 ( CE, WEB,  A, OEB, CSB, I[16], O[16]);
SRAM1RW256x64_1bit sram_IO17 ( CE, WEB,  A, OEB, CSB, I[17], O[17]);
SRAM1RW256x64_1bit sram_IO18 ( CE, WEB,  A, OEB, CSB, I[18], O[18]);
SRAM1RW256x64_1bit sram_IO19 ( CE, WEB,  A, OEB, CSB, I[19], O[19]);
SRAM1RW256x64_1bit sram_IO20 ( CE, WEB,  A, OEB, CSB, I[20], O[20]);
SRAM1RW256x64_1bit sram_IO21 ( CE, WEB,  A, OEB, CSB, I[21], O[21]);
SRAM1RW256x64_1bit sram_IO22 ( CE, WEB,  A, OEB, CSB, I[22], O[22]);
SRAM1RW256x64_1bit sram_IO23 ( CE, WEB,  A, OEB, CSB, I[23], O[23]);
SRAM1RW256x64_1bit sram_IO24 ( CE, WEB,  A, OEB, CSB, I[24], O[24]);
SRAM1RW256x64_1bit sram_IO25 ( CE, WEB,  A, OEB, CSB, I[25], O[25]);
SRAM1RW256x64_1bit sram_IO26 ( CE, WEB,  A, OEB, CSB, I[26], O[26]);
SRAM1RW256x64_1bit sram_IO27 ( CE, WEB,  A, OEB, CSB, I[27], O[27]);
SRAM1RW256x64_1bit sram_IO28 ( CE, WEB,  A, OEB, CSB, I[28], O[28]);
SRAM1RW256x64_1bit sram_IO29 ( CE, WEB,  A, OEB, CSB, I[29], O[29]);
SRAM1RW256x64_1bit sram_IO30 ( CE, WEB,  A, OEB, CSB, I[30], O[30]);
SRAM1RW256x64_1bit sram_IO31 ( CE, WEB,  A, OEB, CSB, I[31], O[31]);
SRAM1RW256x64_1bit sram_IO32 ( CE, WEB,  A, OEB, CSB, I[32], O[32]);
SRAM1RW256x64_1bit sram_IO33 ( CE, WEB,  A, OEB, CSB, I[33], O[33]);
SRAM1RW256x64_1bit sram_IO34 ( CE, WEB,  A, OEB, CSB, I[34], O[34]);
SRAM1RW256x64_1bit sram_IO35 ( CE, WEB,  A, OEB, CSB, I[35], O[35]);
SRAM1RW256x64_1bit sram_IO36 ( CE, WEB,  A, OEB, CSB, I[36], O[36]);
SRAM1RW256x64_1bit sram_IO37 ( CE, WEB,  A, OEB, CSB, I[37], O[37]);
SRAM1RW256x64_1bit sram_IO38 ( CE, WEB,  A, OEB, CSB, I[38], O[38]);
SRAM1RW256x64_1bit sram_IO39 ( CE, WEB,  A, OEB, CSB, I[39], O[39]);
SRAM1RW256x64_1bit sram_IO40 ( CE, WEB,  A, OEB, CSB, I[40], O[40]);
SRAM1RW256x64_1bit sram_IO41 ( CE, WEB,  A, OEB, CSB, I[41], O[41]);
SRAM1RW256x64_1bit sram_IO42 ( CE, WEB,  A, OEB, CSB, I[42], O[42]);
SRAM1RW256x64_1bit sram_IO43 ( CE, WEB,  A, OEB, CSB, I[43], O[43]);
SRAM1RW256x64_1bit sram_IO44 ( CE, WEB,  A, OEB, CSB, I[44], O[44]);
SRAM1RW256x64_1bit sram_IO45 ( CE, WEB,  A, OEB, CSB, I[45], O[45]);
SRAM1RW256x64_1bit sram_IO46 ( CE, WEB,  A, OEB, CSB, I[46], O[46]);
SRAM1RW256x64_1bit sram_IO47 ( CE, WEB,  A, OEB, CSB, I[47], O[47]);
SRAM1RW256x64_1bit sram_IO48 ( CE, WEB,  A, OEB, CSB, I[48], O[48]);
SRAM1RW256x64_1bit sram_IO49 ( CE, WEB,  A, OEB, CSB, I[49], O[49]);
SRAM1RW256x64_1bit sram_IO50 ( CE, WEB,  A, OEB, CSB, I[50], O[50]);
SRAM1RW256x64_1bit sram_IO51 ( CE, WEB,  A, OEB, CSB, I[51], O[51]);
SRAM1RW256x64_1bit sram_IO52 ( CE, WEB,  A, OEB, CSB, I[52], O[52]);
SRAM1RW256x64_1bit sram_IO53 ( CE, WEB,  A, OEB, CSB, I[53], O[53]);
SRAM1RW256x64_1bit sram_IO54 ( CE, WEB,  A, OEB, CSB, I[54], O[54]);
SRAM1RW256x64_1bit sram_IO55 ( CE, WEB,  A, OEB, CSB, I[55], O[55]);
SRAM1RW256x64_1bit sram_IO56 ( CE, WEB,  A, OEB, CSB, I[56], O[56]);
SRAM1RW256x64_1bit sram_IO57 ( CE, WEB,  A, OEB, CSB, I[57], O[57]);
SRAM1RW256x64_1bit sram_IO58 ( CE, WEB,  A, OEB, CSB, I[58], O[58]);
SRAM1RW256x64_1bit sram_IO59 ( CE, WEB,  A, OEB, CSB, I[59], O[59]);
SRAM1RW256x64_1bit sram_IO60 ( CE, WEB,  A, OEB, CSB, I[60], O[60]);
SRAM1RW256x64_1bit sram_IO61 ( CE, WEB,  A, OEB, CSB, I[61], O[61]);
SRAM1RW256x64_1bit sram_IO62 ( CE, WEB,  A, OEB, CSB, I[62], O[62]);
SRAM1RW256x64_1bit sram_IO63 ( CE, WEB,  A, OEB, CSB, I[63], O[63]);
endmodule
module SRAM1RW256x64_1bit (CE_i,WEB_i,A_i,OEB_i,CSB_i,I_i,O_i);
 input CSB_i;
 input OEB_i;
 input CE_i;
 input WEB_i;
 input 	[8-1:0] 	A_i;
 input 	[0:0] I_i;
 output 	[0:0] O_i;
 reg 	[0:0]O_i;
 reg    	[0:0]  	memory[256-1:0];
 reg  	[0:0]	data_out;
 and u1 (RE, ~CSB_i,  WEB_i);
 and u2 (WE, ~CSB_i, ~WEB_i);
 always @ (posedge CE_i) 
 	if (RE)
 		data_out = memory[A_i];
 always @ (posedge CE_i) 
 	if (WE)
 		memory[A_i] = I_i;
 always @ (data_out or OEB_i)
 	if (!OEB_i) 
 		O_i = data_out;
 	else
 		O_i =  1'bz;
 endmodule
==> flow/run.sh <==
#!/bin/bash
# OpenROAD 26Q1-2900-gdf79404cd8, Yosys 0.63+post, stock flow scripts
make -C /OpenROAD-flow-scripts/flow DESIGN_CONFIG=/design/flow/config.mk WORK_HOME=/design/flow/orfs finish
==> flow_summary_export.csv <==
group,metric,value,unit
yosys,synth_flops,16400,
detailed_routing,vias,291000,
power,p_seq_share,53.8,%
yosys,ys_sh_adder,0,%
yosys,ys_area,618000,sq um
grt,grt_pass1_vias,330000,
placed_design,dpl.cell_count,53200,
cells_and_area,fill_cells,184000,
sta,fin_worst_skew,88.0,ps
job,maxCapViolCount,0,
sta,period_needed,30050,ps
clocking,clkLatencyLatePin,1380,ps
yosys,synth_warnings,4,
power,swShare,20.9,%
detailed_routing,dr_wl_met3,420000,microns
sta,holdWs,996,ps
yosys,yosys.stat.seqShare,80.0,%
cells_and_area,layout.cells.non_filler,56300,
sta,tns,0,ps
yosys,synth.distinct_cells,21,
floorplan,fp.dieH,1440,microns
clocking,clk_pin_slew,70,ps
clocking,cts_tree,"yes",
sta,rsz0062_at_grt,"no",
floorplan,ios,140,
clocking,cts.repair.resized,0,
yosys,syn_area,618000,sq um
grt,antenna_found_initial,120,
setup_path,worstPathCellList,"clkdlybuf4s50_1 -> nor2b_4 -> buf_4 -> buf_4 -> buf_4 -> buf_4 -> buf_4 -> buf_4 -> buf_4 -> buf_4 -> a22oi_1 -> a21oi_1 -> o41ai_2 -> buf_4 -> nand4_1",
sta,setup_slack,84660,ps
setup_path,critPathLaunchType,"input pin",
sta,slew_violations,0,
cells_and_area,stdcell_area,715000,sq um
grt,grt_pass1_wl,2460000,microns
sta,timing_hold_violations_final,0,
detailed_routing,wl_met1,471000,microns
yosys,top_logic_kind,"multiplexers",
detailed_routing,drt-initial-drc-count,19200,
yosys,ys_sh_xor,0,%
sta,slew_headroom,9.59,%
setup_path,crit_required,115700,ps
floorplan,chipArea,2060000,sq um
detailed_routing,ant_nets,0,
sta,fmax,33.3,MHz
yosys,ys_cells,25900,
power,max-vdd-ir-drop,0.0160,mV
power,p_leak,215,nW
detailed_routing,finalWirelength,1770000,microns
detailed_routing,viasPerCell,5.17,
yosys,ys_sh_aoi,3.68,%
clocking,cts.sinks,16400,
outcome,status,"complete, no violations",
grt,grt_max_degree,128,
grt,overflow,0,
detailed_routing,wl_per_cell,31.5,microns
yosys,syn_area_per_cell,23.9,sq um
clocking,h-tree-depth,7,
power,power_frac_clock,41.6,%
yosys,simple_gate_share,0.261,%
setup_path,cpMostUsedCell,"buf_4",
setup_path,crit_fanout,35,
detailed_routing,dr.max_layer_used,"met5",
cells_and_area,logic_area,121000,sq um
setup_path,cp_slowest_stage_delay,920,ps
clocking,cts_setup_buffers,0,
floorplan,core-area,2050000,sq um
setup_path,slowest_stage,"clkdlybuf4s50_1",
sta,final-setup-viol-count,0,
detailed_routing,met2_length,791000,microns
yosys,synth_cells,25900,
placed_design,hpwl,1060000,microns
setup_path,critPathKind,"in2reg",
clocking,clk_path_buf_depth,6,
power,net-switching-power,2.57,mW
placed_design,placedInstanceArea,664000,sq um
placed_design,gp_congestion,0.845,
min_path,hp-class,"reg2reg",
power,p_int,9.73,mW
detailed_routing,drt_pre_antenna_iters,8,
sta,period_used_share,26.2,%
setup_path,cp-end-kind,"flop",
floorplan,rows,526,
power,total_power,12.3,mW
floorplan,core_util_floorplan,30.1,%
cells_and_area,flop_area,494000,sq um
detailed_routing,drcViolationCount,0,
sta,worst-slew-pin-transition,1340,ps
placed_design,placement.io_buffers,138,
floorplan,dieWidth,1440,microns
job,warning_count,33,
clocking,cts_root_buf,"clkbuf_16",
setup_path,arrival,31050,ps
cells_and_area,drive_gt1_share,29.3,%
power,comb_power_share,4.6,%
grt,grt_usage,18.3,%
clocking,ctsHoldBuffers,0,
cells_and_area,area_growth,15.7,%
cells_and_area,fin_util,34.8,%
clocking,cts_buffers,1645,
power,powerDensity,17.2,nW/um^2
yosys,mux_share,14.9,%
placed_design,pre_cts_ws,83380,ps
critical path: cells and delay by family:
family	cells	cell delay, ps
simple gates	2	1240
buf+inv	10	5900
compound gates	3	740
logic make-up (layout without fill, tap and decap cells):
kind of cell    count (synthesis)  count (layout)
compound gates               3328            3328
buf+inv                      1605            4649
flops                       16400           16400
mux                          4096            4096
other cells                     0             199
simple gates                  373             373
cells in the final DEF, fill, tap and decap left out, drive strengths merged:
master	n
nor4b	2
diode	199
clkdlybuf4s50	72
and4bb	1
nor2b	7
mux4	4096
clkbuf	1983
edfxtp	16400
a22oi	2048
nand4	64
buf	1694
clkinv	710
clkinvlp	44
nor4	1
nand2b	2
a21oi	1024
bufinv	125
and2	3
inv	21
o41ai	256
or2	1
nand2	33
nor2	259
Yosys cell counts:
master    number  share of area [%]
buf_1        167               0.10
a21oi_1     1024               0.83
clkbuf_1     920               0.56
edfxtp_1   16400                 80
nor2b_1        7             0.0071
or2_2          1             0.0010
nand4_1       64              0.065
buf_2        350               0.28
nor4_1         1             0.0010
nor2_1       259               0.16
nand2_1       33              0.020
mux4_2      4096                 15
buf_6         14              0.026
a22oi_1     2048                2.5
o41ai_1      256               0.36
and4bb_2       1             0.0020
nor4b_1        2             0.0028
and2_0         1             0.0010
nand2b_1       2             0.0020
buf_4        154               0.19
and2_1         2             0.0020
final cells by class:
cell class	instances	share of cell area [%]
antenna	199	0.0697
timing repair buffer	1766	2.04
clock buffer	1983	6.00
clock inverter	900	1.07
tap	27200	4.76
sequential	16400	69.1
multi-input combinational	7797	16.9
power by group through the flow:
| stage | registers (mW) | clock network (mW) | logic, mW |
|---|---|---|---|
| final | 6.62 | 5.12 | 0.564 |
| after CTS | 6.62 | 5.19 | 0.569 |
| after global routing | 6.62 | 5.41 | 0.602 |
path summary, 6_finish.rpt:
path	slack (ps)	start	endpoint	cells after the start
max	84660	A[3]	sram_IO32.data_out$_DFFE_PP_	15
min	1000	sram_IO58.memory[82]$_DFFE_PP_	sram_IO58.data_out$_DFFE_PP_	5
max reg2reg	110740	sram_IO37.memory[235]$_DFFE_PP_	sram_IO37.data_out$_DFFE_PP_	7
min reg2reg	1000	sram_IO58.memory[82]$_DFFE_PP_	sram_IO58.data_out$_DFFE_PP_	5
per-layer routing:
layer	global-route usage, %	vias up
met1	16.0	145000
met4	6.57	196
met5	3.81	-
met2	25.9	25300
li1	-	117000
met3	19.9	3295
No activity file was given, so power comes from the tool's default toggle rates.
